<file path="flow/design.v">
`timescale 1ns / 1ps
module ADD_SUB(
    input [3:0] in_a,
    input [3:0] in_b,
    input clr_add,
    input add_en,
    output reg [3:0] sum_o
);
always@(*)
 begin
 if(clr_add==1'b1)
  sum_o = 4'b0000;
  else if(add_en==1'b1)
   begin
   sum_o = in_a + in_b ;
     end
   else
       begin  sum_o = in_a - in_b ;
         end
      end   
endmodule
`timescale 1ns / 1ps
module CONTROLLER(
i_clk, 
clr_d , 
start,
load_r ,
load_b ,
load_q ,
R_out, 
enable_r ,
enable_q , 
p_STATE ,
add_enable , 
done , 
shift_en_q ,
clr_ADD , 
clr_Reg_r , 
load_cnt , 
z_cnt , 
clr_nn);
input i_clk ;
input start ;
input R_out ;    
input z_cnt ;
output  load_r ;
output  load_b ;
output  load_q ;
output  enable_r ;
output  enable_q;
output shift_en_q ;
output  clr_ADD ;
output clr_nn ;
output clr_Reg_r ;
output  done ;
output  add_enable ;
output clr_d ;
output load_cnt ;
reg [12:0] CV ;
assign enable_r     =   CV[12];
assign enable_q     =   CV[11];
assign load_b       =   CV[10] ;
assign load_r       =   CV[9];
assign load_q       =   CV[8] ;
assign shift_en_q   =   CV[7];
assign add_enable   =   CV[6];
assign  clr_ADD     =   CV[5];
assign clr_Reg_r    =   CV[4] ;
assign clr_d        =   CV[3] ;
assign clr_nn       =   CV[2];
assign load_cnt     =   CV[1];
assign done         =   CV[0];
output reg [3-1:0] p_STATE ;
  always @ ( posedge i_clk)
      begin
     case (p_STATE)
    3'b000: begin
           if (start==1)
                   p_STATE <= 3'b001;
               else
                   p_STATE <= 3'b000;
             end
     3'b001 : begin
                 p_STATE <= 3'b010 ; 
               end
       3'b010 : begin
                 p_STATE <= 3'b011 ; 
               end
      3'b011 :   begin
                     p_STATE <= 3'b001;
                      end   
        default : begin
                 p_STATE <= 3'b000 ;
                   end
           endcase         
         end                     
 always@ (p_STATE , R_out  ,start , z_cnt )
    begin
       case(p_STATE)
       3'b000 : begin 
                if(start==1'b1)
                begin
             CV = 13'b01100_1x111000;
                end
                 else
                 begin
             CV = 13'bxxxxx_xxxxxxx0;
                 end   
             end              
       3'b001 : begin   
                     if (z_cnt ==1'b1)
                       begin
                          CV = 13'b00101_1010x100;
                          end
                        else  
                          begin
                     CV = 13'b00111_1x10x100; 
                     end
                     end
        3'b010 : begin   
                      if (z_cnt ==1'b1)
                       begin
                          CV = 13'b00100_1010x100;
                          end
                          else
                    begin 
                     CV = 13'b10100_1000x100; 
                            end      
                end     
       3'b011: begin            
                if(R_out==1) begin
                       CV = 13'b10100_11000011; 
                         end
                 else   begin
                        CV = 13'b00100_10000011;
       end
       end   
           default : begin   CV = 13'b01100_1x111000;
                             end
         endcase
      end   
 endmodule
`timescale 1ns / 1ps
module DATAPATH(
i_clk ,
clr_d , 
clr_nn ,   
shift_en_q , 
enable_q , 
enable_r ,
data_in_b ,
data_in_q , 
o_reg_b , 
o_reg_r ,
o_reg_q  ,
load_b ,
load_cnt,
load_r , 
load_q  , 
add_enable ,
R_out , 
clr_ADD ,
clr_Reg_r, 
z_cnt , 
Count_out 
);
input add_enable ;
input load_cnt ;  
input clr_d ;       
input clr_ADD;   
input clr_Reg_r ;    
input load_q ;     
input load_r ;  
input load_b ;     
input i_clk ;
input shift_en_q ;        
input clr_nn ;         
input enable_r ;          
input enable_q ;         
input [4-1:0] data_in_b ;         
input [4-1:0] data_in_q ;  
output [4-1:0] o_reg_b ;        
output [4-1:0] o_reg_r ;          
output [4-1:0] o_reg_q ;       
output R_out ;        
output z_cnt     ;    
output [3-1:0] Count_out ;     
  wire [3:0] sum_out ;  
wire   mux_out ;     
wire mux_out_1;          
wire m_out ;            
wire shift_q ;      
REG_B              DUT_B (.i_clk(i_clk) , .ld_b(load_b) , .in_b(data_in_b) , .out_b(o_reg_b) );
Shift_left_reg_r   DUT_R (.i_clk(i_clk) , .clr_R(clr_Reg_r) , .in_r(sum_out) , .en_r(enable_r), .ld_r(load_r)  , .sl_r(Q_msb) , .out_r(o_reg_r)  );
shift_reg_Quotient DUT_Q(.i_clk(i_clk) , .in_q(data_in_q)  , .en_q(enable_q)  , .ld_q(load_q) ,  .out_q(o_reg_q) , .sl_q(shift_q) );
ADD_SUB            AS(.in_a(o_reg_r), .in_b(o_reg_b) , .clr_add(clr_ADD) ,.add_en(add_enable) , .sum_o(sum_out));
mux_2              MUX2(.a_in(R_out) , .b_in(R_out), .sel_1(shift_en_q) , .out(mux_out_1));
D_FF              DFF(.d_in(m_out) , .i_clk(i_clk) , .Q_o(shift_q) , .clr_reg(clr_d));
down_Counter      CNT(.i_clk(i_clk) , .clr_n(clr_nn) , .ld_cnt(load_cnt) , .counter(Count_out) );
assign m_out = ~mux_out_1 ;
  assign z_cnt = (Count_out==0)?1'b1 :1'b0 ;   
assign R_out = o_reg_r[3]  ;         
assign Q_msb = o_reg_q[3] ;    
endmodule
`timescale 1ns / 1ps
module D_FF(
d_in , i_clk , Q_o , clr_reg
    );
 input i_clk ;
 input clr_reg ;
 input  d_in ;
 output reg Q_o;
 always @(posedge i_clk)
   begin
      if(clr_reg==1'b1)
      Q_o <= 1'b0;
      else
     Q_o <= d_in ;
     end   
endmodule
`timescale 1ns / 1ps
module REG_B(i_clk , ld_b  , in_b , out_b );
input i_clk ;
input ld_b ;     
input [4-1:0] in_b ;   
output reg [4-1:0] out_b ;   
always @ (posedge i_clk)
  begin
 if (ld_b)
         begin
               out_b <= in_b ;
          end
          else
            begin
               out_b <= out_b;
             end
       end               
endmodule
`timescale 1ns / 1ps
module Shift_left_reg_r(i_clk , clr_R , in_r , en_r , ld_r  , sl_r , out_r  );
input i_clk ;
input clr_R ;      
input [4-1:0] in_r ;
input ld_r ;        
input en_r  ;    
input sl_r ;  
output reg [4-1:0] out_r  ;  
always @ (posedge i_clk)
 begin 
   if(clr_R==1'b1)
    out_r <= 4'b0000;
      else if(en_r==1'b1)
      begin
            out_r <= in_r ;
           end
                  else if (ld_r==1'b1)
        begin
                   out_r <= {out_r[2:0] , sl_r} ;     
                end
                    else
          begin
                  out_r <= out_r ;
                  end      
               end         
endmodule
`timescale 1ns / 1ps
module Top_level_design(
i_clk , data_in_1 , data_in_2 , start , p_STATE , o_reg_Q , o_reg_R  , o_reg_B ,Count_out , done );
input i_clk ;
input [4-1:0] data_in_1 ;      
input start ;
input [4-1:0] data_in_2 ;          
output [4-1:0] o_reg_B ;
output [4-1:0] o_reg_R ;
output [4-1:0] o_reg_Q ;
output [3-1:0] p_STATE ; 
wire R_out , add_enable  , load_b , load_r, load_q, clr_nn;
wire  enable_q  , done , shift_en_q , clr_Reg_r , clr_ADD , clr_d, z_cnt,load_cnt ;
output [3-1:0] Count_out ;
output done ;
 DATAPATH DU(
i_clk ,
clr_d , 
clr_nn ,   
shift_en_q , 
enable_q , 
enable_r ,
data_in_1 ,
data_in_2 , 
o_reg_B , 
o_reg_R ,
o_reg_Q  ,
load_b ,
load_cnt,
load_r , 
load_q  , 
add_enable ,
R_out , 
clr_ADD ,
clr_Reg_r, 
z_cnt , 
Count_out 
);
CONTROLLER CU(
i_clk,
clr_d , 
start,
load_r ,
load_b ,
load_q ,
R_out, 
enable_r ,
enable_q , 
p_STATE ,
add_enable , 
done , 
shift_en_q ,
clr_ADD , 
clr_Reg_r , 
load_cnt , 
z_cnt , 
clr_nn);
endmodule
`timescale 1ns / 1ps
module down_Counter(
i_clk , clr_n , ld_cnt , counter 
    );
input i_clk ;
input clr_n ;
input ld_cnt ;
output  [2:0] counter ;
reg[2:0] count_out ;
always@(posedge i_clk)
 begin
  if(clr_n == 1'b1)
      count_out <= count_out;
      else if(ld_cnt==1'b1)
       count_out <= count_out-1'b1; 
       else
       count_out <= 3'b100;
       end    
   assign counter = count_out ;    
endmodule
`timescale 1ns / 1ps
module mux_2(
a_in , b_in, sel_1 , out
    );
input  a_in , b_in ;
input sel_1 ;
output  out;
assign out = sel_1? b_in : a_in ;   
endmodule
`timescale 1ns / 1ps
module shift_reg_Quotient(
i_clk , in_q  , en_q , ld_q ,  out_q  ,sl_q 
    );
 input i_clk ;
 input [4 -1:0] in_q ;
 input sl_q ;    
 input en_q ;   
 input ld_q ;    
 output  [4-1:0] out_q ;   
 reg [4-1:0] temp_q;
 always @ (posedge i_clk)
 begin
    if (en_q==1'b1)
        begin
                 temp_q <= in_q ;
               end
            else if (ld_q ==1'b1)
           begin
                   temp_q <= {temp_q[2:0] , sl_q};     
                    end
            else
                 begin
                   temp_q <= temp_q;
                  end
            end 
       assign out_q = temp_q ;  
endmodule
</file>
<file path="flow/config.mk">
export PLATFORM = sky130hd
export DESIGN_NAME = Top_level_design
export DESIGN_NICKNAME = Top_level_design
export VERILOG_FILES = /design/flow/design.v
export SDC_FILE = /design/flow/constraint.sdc
export NUM_CORES = 4
export LEC_CHECK = 1
export CORE_AREA = 10 10 89 89
export DIE_AREA = 0 0 99 99
export SYNTH_HDL_FRONTEND = slang
</file>
<file path="flow/constraint.sdc">
current_design Top_level_design

set clk_period 3.6
set clk_io_pct 0.2

create_clock -name clk0 -period $clk_period [get_ports {i_clk}]

set non_clock_inputs [all_inputs -no_clocks]
set_input_delay [expr $clk_period * $clk_io_pct] -clock clk0 $non_clock_inputs
set_output_delay [expr $clk_period * $clk_io_pct] -clock clk0 [all_outputs]
</file>
<file path="flow/run.sh">
#!/bin/bash
# OpenROAD 26Q1-2900-gdf79404cd8, Yosys 0.63+post, stock flow scripts
make -C /OpenROAD-flow-scripts/flow DESIGN_CONFIG=/design/flow/config.mk WORK_HOME=/design/flow/orfs finish
</file>
==> results_tabular.tex <==
% Implementation results table
\begin{tabular}{lr}
\hline
Metric & Value \\
\hline
\multicolumn{2}{l}{\textbf{Yosys}} \\
Flip-flop and latch count after synthesis & 18 \\
Top-area cell share & a little over a fifth \\
Library cell with the largest summed area after synthesis & sky130\_fd\_sc\_hd\_\_dfxtp\_1 \\
Total of warnings raised by yosys & 0 \\
Post-synthesis instance total & 99 \\
Chip area from the yosys synthesis statistics & roughly 0.0010 mm² \\
Number of distinct standard cells referenced by the synthesized netlist & 34 \\
Seq/Total Area, Yosys & approximately two fifths \\
Cell Area, Synth & about 0.0010 mm² \\
Syn avg cell area & 10.5 µm² \\
Synth area leaders & sky130\_fd\_sc\_hd\_\_dfxtp\_1, sky130\_fd\_sc\_hd\_\_edfxtp\_1, sky130\_fd\_sc\_hd\_\_ha\_1 \\
Yosys cell count & between 90 and 100 \\
\multicolumn{2}{l}{\textbf{Pwr}} \\
Worst supply voltage drop on vdd & around 300 µV \\
Sw Pwr & roughly 0.18 mW \\
Switching share of power & 28.1\% \\
Internal Pwr Total & between 0.4 and 0.5 mW \\
Fraction of power consumed by the clock network & between 20\% and 30\% \\
Leakage Power & about 0.59 nW \\
Share of total power in sequential cells & 43.9\% \\
Combinational fraction of design power & between 30\% and 40\% \\
Power density cells & 444 mW/mm² \\
\multicolumn{2}{l}{\textbf{Worst setup path}} \\
Setup slack of the worst register-to-register path & approximately 1.3 ns \\
Type of the worst setup path & register to register \\
Category of the worst setup path capture point & register \\
Endpoint of the most critical register-to-register path & DU.DUT\_R.out\_r[3]\$\_SDFFE\_PP0P\_ \\
Startpoint kind of the worst setup timing path & register \\
Top fanout value on the critical path & 6 \\
Source of the worst register-to-register timing path & CU.p\_STATE[0]\$\_DFF\_P\_ \\
Critical path data required time & 3.76 ns \\
Arrival time of the worst setup path & around 2.4 ns \\
Depth of the worst register-to-register path & 8 \\
\multicolumn{2}{l}{\textbf{Detailed routing}} \\
Metal1 wirelength & approximately 1200 µm \\
Antenna-violating nets left & 0 \\
Total DRC errors in the routed layout & 0 \\
Total Routed Length & approximately 2300 µm \\
Via count & approximately 750 \\
Met3 wirelength from detailed routing & between 100 and 150 µm \\
Number of vias per cell after detailed routing & approximately 3.7 \\
Number of inserted diodes & 0 \\
Wire length on met2 & 1010 µm \\
Number of optimization iterations in the first detailed-route pass & 4 \\
Number of DRC markers in iteration 0 & 22 \\
Top routing layer used & met4 \\
Avg WL per Cell & 11.7 µm \\
\multicolumn{2}{l}{\textbf{Clock network}} \\
Clock H-tree levels & 1 \\
Clock transition at the registers of the reported paths & 0.07 ns \\
Deepest clock path buffer count & 2 \\
Number of buffers added to fix hold violations after cts & 0 \\
Post-CTS setup-driven buffer insertion count & 0 \\
Number of sinks handled by clock tree synthesis & 18 \\
Quantity of gates resized following cts & 0 \\
Clock tree from TritonCTS & yes \\
TritonCTS Buffers & 3 \\
Latest clock arrival within the worst-skew pair & roughly 0.25 ns \\
CTS Root Buffer Type & sky130\_fd\_sc\_hd\_\_clkbuf\_8 \\
\multicolumn{2}{l}{\textbf{Placed design}} \\
Post-DP Area & between 0.001 and 0.0015 mm² \\
\# placed instances & roughly 200 \\
Final weighted congestion in routability-driven placement & 0.823 \\
Placed wire-length estimate after detailed placement & roughly 1800 µm \\
Count of input and output buffers & 27 \\
Pre-CTS setup slack & around 1.4 ns \\
\multicolumn{2}{l}{\textbf{Hold path}} \\
Classification of the worst-slack hold path & register to register \\
Hold wc startpoint & DU.DFF.Q\_o\$\_SDFF\_PP0\_ \\
Hold-critical path depth & 1 \\
Endpoint of the worst hold-timing path & DU.DUT\_Q.out\_q[0]\$\_DFFE\_PP\_ \\
\multicolumn{2}{l}{\textbf{Final timing}} \\
Final setup vio count & 0 \\
Slew HR & roughly 61\% \\
Clock Skew & approximately 0.0007 ns \\
Max Clk Rate & $\sim$440 MHz \\
Tmin final & about 2.3 ns \\
Max-slew violations & 0 \\
Number of hold violations in the final report & 0 \\
Setup repair after global routing missed its margin & false \\
Post-route clock period utilization & a little over three fifths \\
Fin worst setup slack & roughly 1.3 ns \\
Transition time of the tightest slew-check pin & $\sim$0.58 ns \\
Setup tns final & 0 ns \\
\multicolumn{2}{l}{\textbf{Die}} \\
Die Span Y & roughly 99 µm \\
Count of boundary I/O pins & 29 \\
Placeable core region & 0.00599 mm² \\
Die area & $\sim$0.0098 mm² \\
Initial Utilization & about 17\% \\
Die W & about 99 µm \\
Cell row count & 28 \\
\multicolumn{2}{l}{\textbf{Finish}} \\
Number of inserted filler cells in the final layout & approximately 630 \\
Layout cell share with drive strength beyond 1 & about 8.0\% \\
Synthesis-to-layout area growth & 36.1\% \\
Top cell excl fill/tap & sky130\_fd\_sc\_hd\_\_clkdlybuf4s50\_1 \\
Final cell count without fillers & 200 \\
Top logic cells by instance count in the layout & sky130\_fd\_sc\_hd\_\_clkdlybuf4s50\_1, sky130\_fd\_sc\_hd\_\_inv\_1, sky130\_fd\_sc\_hd\_\_dfxtp\_1, sky130\_fd\_sc\_hd\_\_ha\_1 \\
Fin area & between 0.001 and 0.0015 mm² \\
\multicolumn{2}{l}{\textbf{Global routing}} \\
Antenna violations before repair & 0 \\
Global-route wire length before repair & around 4000 µm \\
Total GRT Usage & approximately 5.0\% \\
Maximum number of pins on one net before global-route repair & 17 \\
Number of global-route vias before repair & approximately 800 \\
Congestion Overflow GR & 0 \\
\multicolumn{2}{l}{\textbf{Job}} \\
Number of maximum-capacitance violations & 0 \\
Log Warnings & 30 \\
\multicolumn{2}{l}{\textbf{Run status}} \\
Outcome & finished clean \\
\hline
\end{tabular}
## synthesized netlist by cell type, drive strengths merged
cell / instances
o32ai: 1
nor3: 2
edfxtp: 7
o31ai: 1
o21ai: 3
inv: 13
a21o: 2
a2bb2oi: 2
xor2: 1
nand3: 2
nand2: 7
xnor3: 1
xnor2: 2
and4: 1
conb: 1
mux2: 4
nand4: 1
buf: 5
ha: 11
a21oi: 6
mux2i: 1
o2bb2ai: 1
nor4: 1
nor2b: 4
nor2: 1
a31oi: 2
dfxtp: 11
nand2b: 2
a211o: 1
nand3b: 1
fa: 1
## power groups by stage
stage / Combinational, mW / Clock (mW) / Sequential [mW]
after CTS: 0.209 / 0.152 / 0.275
after global routing: 0.235 / 0.158 / 0.280
final: 0.205 / 0.146 / 0.275
## cell families (layout without fill, tap and decap cells)
group	after synthesis	after routing	share of synthesized area, %
other	1	1	0.362
buffers and inverters	18	44	8.09
muxes	5	5	5.31
DFF	18	18	41.5
AOI/OAI and AO/OA	19	19	13.5
and+or+nand+nor	22	22	11.2
adders and majority gates	12	12	15.2
xor gates and xnor gates	4	4	4.71
## routing by layer
| layer | GRT usage [%] | up-vias |
|---|---|---|
| li1 | - | 392 |
| met1 | 6.83 | 334 |
| met2 | 7.57 | 19 |
| met3 | 1.83 | 2 |
| met4 | 0.331 | 0 |
| met5 | 0 | - |
## registers in the layout, summed over array words and instances (netlist names)
| signal | count |
|---|---|
| CU.p_STATE | 2 |
| DU.DFF.Q_o | 1 |
| DU.CNT.counter | 3 |
| DU.DUT_B.out_b | 4 |
| DU.DUT_R.out_r | 4 |
| DU.DUT_Q.out_q | 4 |
## per-stage QoR
stage,hold WS [ns],total power [mW],util (%)
after global routing,0.564,0.674,23.5
after floorplan,0.461,0.399,-
after detailed placement,0.518,0.485,22.8
final,0.533,0.625,23.5
after global placement,0.520,0.486,22.8
after CTS,0.540,0.636,23.5
## worst max-delay path by stage
stage | start | endpoint
4_1_cts | CU.p_STATE[0]$_DFF_P_ | DU.DUT_R.out_r[3]$_SDFFE_PP0P_
6_report | CU.p_STATE[0]$_DFF_P_ | DU.DUT_R.out_r[3]$_SDFFE_PP0P_
5_1_grt | CU.p_STATE[0]$_DFF_P_ | DU.DUT_R.out_r[3]$_SDFFE_PP0P_
## worst max-delay path: stages, from the launching register on
cell and delay, ns:
sky130_fd_sc_hd__dfxtp_1 0.45, sky130_fd_sc_hd__ha_1 0.26, sky130_fd_sc_hd__nand2_1 0.14, sky130_fd_sc_hd__o21ai_0 0.27, sky130_fd_sc_hd__ha_1 0.29, sky130_fd_sc_hd__a21o_1 0.19, sky130_fd_sc_hd__a21oi_2 0.15, sky130_fd_sc_hd__xnor3_1 0.31
sky130_fd_sc_hd__o32ai_1 0.13
## cell type report
class / instances / area, µm² / share of cell area (%)
clock inverter: 1 / 3.75 / 0.266
timing repair buffer: 27 / 270 / 19.2
clock buffer: 3 / 41.3 / 2.93
multi-input combinational: 63 / 522 / 37.0
tap: 75 / 93.8 / 6.65
inverter: 13 / 48.8 / 3.46
sequential: 18 / 430 / 30.5
Power and IR drop assume default switching activity.
